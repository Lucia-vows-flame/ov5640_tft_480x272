--- design/flow/config.mk ---
export PLATFORM = sky130hd
export DESIGN_NAME = ov5640_init_table_jpeg
export DESIGN_NICKNAME = ov5640_init_table_jpeg
export VERILOG_FILES = /design/flow/design.v
export SDC_FILE = /design/flow/constraint.sdc
export NUM_CORES = 4
export LEC_CHECK = 1
export CORE_UTILIZATION = 30
export SYNTH_MEMORY_MAX_BITS = 65536
--- design/flow/constraint.sdc ---
current_design ov5640_init_table_jpeg

set clk_period 3.7
set clk_io_pct 0.2

create_clock -name clk0 -period $clk_period [get_ports {clk}]

set non_clock_inputs [all_inputs -no_clocks]
set_input_delay [expr $clk_period * $clk_io_pct] -clock clk0 $non_clock_inputs
set_output_delay [expr $clk_period * $clk_io_pct] -clock clk0 [all_outputs]
--- design/flow/design.v ---
module ov5640_init_table_jpeg
(
        input                           clk,
        input   [(ADDR_WIDTH-1):0]      addr,
        output  [(DATA_WIDTH-1):0]      q
);
reg     [(DATA_WIDTH-1):0]      r_q;
assign q = r_q;
parameter DATA_WIDTH   = 24;
parameter ADDR_WIDTH   = 8;
parameter IMAGE_WIDTH  = 16'd640;
parameter IMAGE_HEIGHT = 16'd480;
parameter IMAGE_FLIP   = 8'h40;
parameter IMAGE_MIRROR = 4'h7;
reg [DATA_WIDTH-1:0] rom[2**ADDR_WIDTH-1:0];
initial
        begin
                rom[0 ] = 24'h3103_11;  
                rom[1 ] = 24'h3008_82;  
                rom[2 ] = 24'h3008_42;  
                rom[3 ] = 24'h3103_03;  
                rom[4 ] = 24'h3017_ff;  
                rom[5 ] = 24'h3018_ff;  
                rom[6 ] = 24'h3034_1a;  
                rom[7 ] = 24'h3037_13;  
                rom[8 ] = 24'h3108_01;  
                rom[9 ] = 24'h3630_36;  
                rom[10] = 24'h3631_0e;
                rom[11] = 24'h3632_e2;
                rom[12] = 24'h3633_12;
                rom[13] = 24'h3621_e0;
                rom[14] = 24'h3704_a0;
                rom[15] = 24'h3703_5a;
                rom[16] = 24'h3715_78;
                rom[17] = 24'h3717_01;
                rom[18] = 24'h370b_60;
                rom[19] = 24'h3705_1a;
                rom[20] = 24'h3905_02;
                rom[21] = 24'h3906_10;
                rom[22] = 24'h3901_0a;
                rom[23] = 24'h3731_12;
                rom[24] = 24'h3600_08;  
                rom[25] = 24'h3601_33;  
                rom[26] = 24'h302d_60;  
                rom[27] = 24'h3620_52;
                rom[28] = 24'h371b_20;
                rom[29] = 24'h471c_50;
                rom[30] = 24'h3a13_43;  
                rom[31] = 24'h3a18_00;  
                rom[32] = 24'h3a19_f8;  
                rom[33] = 24'h3635_13;
                rom[34] = 24'h3636_03;
                rom[35] = 24'h3634_40;
                rom[36] = 24'h3622_01;
                rom[37] = 24'h3c01_34;  
                rom[38] = 24'h3c04_28;  
                rom[39] = 24'h3c05_98;  
                rom[40] = 24'h3c06_00;  
                rom[41] = 24'h3c07_08;  
                rom[42] = 24'h3c08_00;  
                rom[43] = 24'h3c09_1c;  
                rom[44] = 24'h3c0a_9c;  
                rom[45] = 24'h3c0b_40;  
                rom[46] = 24'h3810_00;  
                rom[47] = 24'h3811_10;  
                rom[48] = 24'h3812_00;  
                rom[49] = 24'h3708_64;
                rom[50] = 24'h4001_02;  
                rom[51] = 24'h4005_1a;  
                rom[52] = 24'h3000_00;  
                rom[53] = 24'h3004_ff;  
                rom[54] = 24'h300e_58;  
                rom[55] = 24'h302e_00;
                rom[56] = 24'h4300_60;  
                rom[57] = 24'h501f_01;  
                rom[58] = 24'h440e_00;
                rom[59] = 24'h5000_a7;  
                rom[60] = 24'h3a0f_30;  
                rom[61] = 24'h3a10_28;  
                rom[62] = 24'h3a1b_30;  
                rom[63] = 24'h3a1e_26;  
                rom[64] = 24'h3a11_60;  
                rom[65] = 24'h3a1f_14;  
                rom[66 ] = 24'h5800_23;
                rom[67 ] = 24'h5801_14;
                rom[68 ] = 24'h5802_0f;
                rom[69 ] = 24'h5803_0f;
                rom[70 ] = 24'h5804_12;
                rom[71 ] = 24'h5805_26;
                rom[72 ] = 24'h5806_0c;
                rom[73 ] = 24'h5807_08;
                rom[74 ] = 24'h5808_05;
                rom[75 ] = 24'h5809_05;
                rom[76 ] = 24'h580a_08;
                rom[77 ] = 24'h580b_0d;
                rom[78 ] = 24'h580c_08;
                rom[79 ] = 24'h580d_03;
                rom[80 ] = 24'h580e_00;
                rom[81 ] = 24'h580f_00;
                rom[82 ] = 24'h5810_03;
                rom[83 ] = 24'h5811_09;
                rom[84 ] = 24'h5812_07;
                rom[85 ] = 24'h5813_03;
                rom[86 ] = 24'h5814_00;
                rom[87 ] = 24'h5815_01;
                rom[88 ] = 24'h5816_03;
                rom[89 ] = 24'h5817_08;
                rom[90 ] = 24'h5818_0d;
                rom[91 ] = 24'h5819_08;
                rom[92 ] = 24'h581a_05;
                rom[93 ] = 24'h581b_06;
                rom[94 ] = 24'h581c_08;
                rom[95 ] = 24'h581d_0e;
                rom[96 ] = 24'h581e_29;
                rom[97 ] = 24'h581f_17;
                rom[98 ] = 24'h5820_11;
                rom[99 ] = 24'h5821_11;
                rom[100] = 24'h5822_15;
                rom[101] = 24'h5823_28;
                rom[102] = 24'h5824_46;
                rom[103] = 24'h5825_26;
                rom[104] = 24'h5826_08;
                rom[105] = 24'h5827_26;
                rom[106] = 24'h5828_64;
                rom[107] = 24'h5829_26;
                rom[108] = 24'h582a_24;
                rom[109] = 24'h582b_22;
                rom[110] = 24'h582c_24;
                rom[111] = 24'h582d_24;
                rom[112] = 24'h582e_06;
                rom[113] = 24'h582f_22;
                rom[114] = 24'h5830_40;
                rom[115] = 24'h5831_42;
                rom[116] = 24'h5832_24;
                rom[117] = 24'h5833_26;
                rom[118] = 24'h5834_24;
                rom[119] = 24'h5835_22;
                rom[120] = 24'h5836_22;
                rom[121] = 24'h5837_26;
                rom[122] = 24'h5838_44;
                rom[123] = 24'h5839_24;
                rom[124] = 24'h583a_26;
                rom[125] = 24'h583b_28;
                rom[126] = 24'h583c_42;
                rom[127] = 24'h583d_ce;  
                rom[128] = 24'h5180_ff;  
                rom[129] = 24'h5181_f2;  
                rom[130] = 24'h5182_00;  
                rom[131] = 24'h5183_14;  
                rom[132] = 24'h5184_25;
                rom[133] = 24'h5185_24;
                rom[134] = 24'h5186_09;
                rom[135] = 24'h5187_09;
                rom[136] = 24'h5188_09;
                rom[137] = 24'h5189_75;
                rom[138] = 24'h518a_54;
                rom[139] = 24'h518b_e0;
                rom[140] = 24'h518c_b2;
                rom[141] = 24'h518d_42;
                rom[142] = 24'h518e_3d;
                rom[143] = 24'h518f_56;
                rom[144] = 24'h5190_46;
                rom[145] = 24'h5191_f8;  
                rom[146] = 24'h5192_04;  
                rom[147] = 24'h5193_70;  
                rom[148] = 24'h5194_f0;  
                rom[149] = 24'h5195_f0;  
                rom[150] = 24'h5196_03;  
                rom[151] = 24'h5197_01;  
                rom[152] = 24'h5198_04;
                rom[153] = 24'h5199_12;
                rom[154] = 24'h519a_04;
                rom[155] = 24'h519b_00;
                rom[156] = 24'h519c_06;
                rom[157] = 24'h519d_82;
                rom[158] = 24'h519e_38;  
                rom[159] = 24'h5480_01;  
                rom[160] = 24'h5481_08;
                rom[161] = 24'h5482_14;
                rom[162] = 24'h5483_28;
                rom[163] = 24'h5484_51;
                rom[164] = 24'h5485_65;
                rom[165] = 24'h5486_71;
                rom[166] = 24'h5487_7d;
                rom[167] = 24'h5488_87;
                rom[168] = 24'h5489_91;
                rom[169] = 24'h548a_9a;
                rom[170] = 24'h548b_aa;
                rom[171] = 24'h548c_b8;
                rom[172] = 24'h548d_cd;
                rom[173] = 24'h548e_dd;
                rom[174] = 24'h548f_ea;
                rom[175] = 24'h5490_1d;
                rom[176] = 24'h5381_1e;  
                rom[177] = 24'h5382_5b;  
                rom[178] = 24'h5383_08;  
                rom[179] = 24'h5384_0a;  
                rom[180] = 24'h5385_7e;  
                rom[181] = 24'h5386_88;  
                rom[182] = 24'h5387_7c;  
                rom[183] = 24'h5388_6c;  
                rom[184] = 24'h5389_10;  
                rom[185] = 24'h538a_01;  
                rom[186] = 24'h538b_98;  
                rom[187] = 24'h5580_06;  
                rom[188] = 24'h5583_40;
                rom[189] = 24'h5584_10;
                rom[190] = 24'h5589_10;
                rom[191] = 24'h558a_00;
                rom[192] = 24'h558b_f8;
                rom[193] = 24'h501d_40;  
                rom[194] = 24'h5300_08;  
                rom[195] = 24'h5301_30;  
                rom[196] = 24'h5302_10;  
                rom[197] = 24'h5303_00;  
                rom[198] = 24'h5304_08;  
                rom[199] = 24'h5305_30;  
                rom[200] = 24'h5306_08;  
                rom[201] = 24'h5307_16;  
                rom[202] = 24'h5309_08;  
                rom[203] = 24'h530a_30;  
                rom[204] = 24'h530b_04;  
                rom[205] = 24'h530c_06;  
                rom[206] = 24'h5025_00;
                rom[207] = 24'h3008_02;  
                rom[208] = 24'h4300_30;  
                rom[209] = 24'h501f_00;  
                rom[210] = 24'h3035_11;  
                rom[211] = 24'h3036_69;  
                rom[212] = 24'h3c07_07;  
                rom[213] = {16'h3820, IMAGE_FLIP};     
                rom[214] = {20'h38212, IMAGE_MIRROR};  
                rom[215] = 24'h3814_11;  
                rom[216] = 24'h3815_11;  
                rom[217] = 24'h3800_00;  
                rom[218] = 24'h3801_00;  
                rom[219] = 24'h3802_00;  
                rom[220] = 24'h3803_00;  
                rom[221] = 24'h3804_0a;  
                rom[222] = 24'h3805_3f;  
                rom[223] = 24'h3806_07;  
                rom[224] = 24'h3807_9f;  
                rom[225] = {16'h3808, IMAGE_WIDTH[15:8]};  
                rom[226] = {16'h3809, IMAGE_WIDTH[ 7:0]};  
                rom[227] = {16'h380a, IMAGE_HEIGHT[15:8]};  
                rom[228] = {16'h380b, IMAGE_HEIGHT[ 7:0]};  
                rom[229] = 24'h380c_0b;  
                rom[230] = 24'h380d_1c;  
                rom[231] = 24'h380e_07;  
                rom[232] = 24'h380f_b0;  
                rom[233] = 24'h3813_04;  
                rom[234] = 24'h3618_04;
                rom[235] = 24'h3612_2b;
                rom[236] = 24'h3709_12;
                rom[237] = 24'h370c_00;
                rom[238] = 24'h4004_06;  
                rom[239] = 24'h3002_00;  
                rom[240] = 24'h3006_ff;  
                rom[241] = 24'h4713_03;  
                rom[242] = 24'h4407_01;  
                rom[243] = 24'h460b_35;
                rom[244] = 24'h460c_22;
                rom[245] = 24'h4837_16;  
                rom[246] = 24'h3824_02;  
                rom[247] = 24'h5001_a3;  
                rom[248] = 24'h3503_00;  
                rom[249] = 24'h4740_20;  
        end
always @ (posedge clk)
        r_q <= rom[addr];
endmodule
--- design/flow/run.sh ---
#!/bin/bash
# OpenROAD 26Q1-2900-gdf79404cd8, Yosys 0.63+post, stock flow scripts
make -C /OpenROAD-flow-scripts/flow DESIGN_CONFIG=/design/flow/config.mk WORK_HOME=/design/flow/orfs finish
==> summary.rpt <==
FINISH
----------------------------------------------------------------------------
Number of fill cells in the layout                                      1825
Relative area change from synthesis to final layout                    15.7%
Register name with the most flops                                        r_q
Registers with the most flip-flops                                   r_q x23
Number of flip-flops in the largest register                              23
Top cell excl fill/tap                                                 buf_4
Top library cells by usage in the layout, fill and taps aside   buf_4 (82), o21ai_0 (76), nand2_1 (65)
Fraction of final layout cells sized beyond drive strength 1           14.6%
Post-layout util                                                       35.4%

STA
----------------------------------------------------------------------------
Hold violation count in the final report                                   0
Total count of max-transition violations in the final report               0
Normalized max-slew margin                                             43.9%
Min Clock Period, post-route                                         3.28 ns
Setup total negative slack                                              0 ns
Setup repair after global routing missed its margin                       no
Peak Freq                                                          0.305 GHz
Worst-case hold slack                                                1.13 ns
Slew at the pin closest to its max-slew limit                       0.839 ns
Final count of negative-setup-slack endpoints                              0
Share of the clock period used by the worst path after layout          88.7%

CLOCK TREE
----------------------------------------------------------------------------
Number of buffers inserted by hold repair at cts                           0
CTS H-tree depth                                                           1
Cts bufs inserted                                                          3
TritonCTS clock tree                                                    done
Clock transition at path regs                                        0.07 ns
Post_cts resized                                                           0
Number of buffers on the longest clock path                                2
Count of clock tree sinks                                                 23
Buffers inserted during post-CTS setup optimization                        0
Cell at the root of the clock tree                                 clkbuf_16

LOGIC SYNTHESIS
----------------------------------------------------------------------------
Count of library flops with an enable pin                                  0
Number of warning messages in the yosys log                                1
Average cell area after synthesis                                  6.68 um^2
Gate Count Post-Synth                                                    761
Yosys chip area                                                 0.00508 mm^2
Seq cells post-synth                                                      23
Post-synth design cell area                                     0.00508 mm^2
Largest area contributor in the netlist                              dfxtp_1
Fraction of registers with async set or reset after synthesis             0%
Top post-synthesis cells by area                                dfxtp_1 (9.1%), o21ai_0 (7.5%), a21oi_1 (6.0%)
Synth top area share                                                   9.06%
Post-synthesis cell count from yosys                                     761
Count of different cell masters after synthesis                           82
Flip-flop cell with the highest count after synthesis                dfxtp_1
Share of synthesized area occupied by flip-flops and latches           9.06%

ROUTE
----------------------------------------------------------------------------
Via density per instance                                                7.18
Residual antenna-violating net count after detailed routing                0
Iteration-0 DRC Markers                                                 1264
Iteration count of the initial detailed-routing pass                       7
Drt wl/cell                                                          32.8 um
Number of remaining DRC errors                                             0
Total Wirelength                                                    32900 um
Via Count                                                               7195

GLOBAL ROUTE
----------------------------------------------------------------------------
Pin count of the biggest net entering global routing                      68
Antenna violations before repair                                           0
GRT Util Overall                                                       37.9%
Global-route wire length before repair                              47500 um
Residual overflow from global routing                                      0
Vias in the first global route                                          6710

DIE
----------------------------------------------------------------------------
Core footprint                                                   0.0166 mm^2
Ports                                                                     33
Die area                                                         0.0175 mm^2
Placement row count                                                       47
Core utilization before placement                                      30.6%
Overall die width                                                     132 um
Die Span Y                                                            132 um

POWER
----------------------------------------------------------------------------
Peak supply drop                                                    0.159 mV
Leakage power total                                               0.00211 uW
Power density over the cells                                     231 mW/mm^2
Power after layout                                                   1360 uW

CRITICAL PATH
----------------------------------------------------------------------------
Startpoint types                                                primary input
CP Data Arrival Time                                                 3.45 ns
Maximum fanout along the worst path                                       17
Required arrival time at the worst endpoint                          3.87 ns
Setup CP Type                                                   primary input to flip-flop
Element type at the critical path end                              flip-flop

FLOW RUN
----------------------------------------------------------------------------
Max-capacitance violation count                                            0
Log Warnings                                                              41

WORST HOLD PATH
----------------------------------------------------------------------------
Type of the worst min-delay path                                primary input to flip-flop

PLACED DESIGN
----------------------------------------------------------------------------
Final estimated routing congestion in global placement                  1.12
I/O Buffers                                                               31
Post-detailed-placement half-perimeter wirelength                   23900 um

OUTCOME
----------------------------------------------------------------------------
Outcome                                                         finished clean

## Yosys cell counts, drive strengths merged, types with 7 or more instances
| library cell | n |
|---|---|
| o21ai | 77 |
| nand2 | 65 |
| a21oi | 61 |
| buf | 52 |
| nor2 | 50 |
| clkbuf | 47 |
| nor2b | 31 |
| nand2b | 26 |
| nor3 | 25 |
| nand3 | 24 |
| dfxtp | 23 |
| a31oi | 20 |
| ha | 19 |
| a211oi | 17 |
| o311ai | 16 |
| a221oi | 12 |
| o211ai | 12 |
| a311oi | 10 |
| and2 | 10 |
| inv | 10 |
| a22oi | 9 |
| mux2i | 8 |
| o2111ai | 7 |
| o31ai | 7 |
## cell type report
cell class / count / area, um^2 / area share [%]
multi-input cells: 627 / 4060 / 69.0
well taps: 220 / 275 / 4.68
diodes: 1 / 2.50 / 0.0426
flip-flops and latches: 23 / 460 / 7.83
inverters: 12 / 45.0 / 0.766
clock buffers: 4 / 78.8 / 1.34
repair buffers: 115 / 961 / 16.3
## per-layer routing
metal | share of wire (%) | GRT usage (%) | up-vias
met5 | 0 | 0 | -
li1 | - | - | 2947
met2 | 40 | 53.8 | 733
met4 | 7.5 | 20.8 | 0
met3 | 16 | 15.5 | 187
met1 | 37 | 48.8 | 3328
## metrics by stage
stage / setup WS [ns] / area (um^2) / std cells
floorplan: 0.877 / 5080 / 761
global placement: 0.222 / 5800 / 997
detailed placement: 0.298 / 5800 / 997
CTS: 0.566 / 5880 / 1001
global route: 0.253 / 5880 / 1001
finish: 0.419 / 5880 / 1002
## where the power goes
| group | leakage (uW) | internal (uW) | switching [uW] |
|---|---|---|---|
| sequential | 0.000193 | 276 | 11.5 |
| clock | 0.0000382 | 148 | 110 |
| combinational | 0.00188 | 288 | 523 |
| total | 0.00211 | 712 | 645 |
## final timing paths
| check | from | to | slack, ns | cells after the start |
|---|---|---|---|---|
| worst min-delay path | addr[5] | r_q[8] | 1.13 | 3 |
| worst max-delay path | addr[0] | r_q[11] | 0.42 | 10 |
## worst max-delay path, stage by stage
cell and delay [ns]:
clkdlybuf4s50_1 0.49, buf_4 0.24, ha_1 0.47, buf_4 0.19
nor2b_1 0.27, nor2_1 0.10, o221ai_1 0.46, buf_4 0.20
o311ai_0 0.12, o211ai_1 0.15
## cell families (layout without fill, tap and decap cells)
kind of cell	Yosys count	count (layout)	synth area share (%)
XOR/XNOR	3	3	0.887
other	1	2	0.0738
AND/OR/NAND/NOR	264	264	26.3
adder cells (fa/ha/maj)	20	20	4.88
AND-OR/OR-AND	324	324	44.1
buffers and inverters	111	131	11.1
multiplexers	15	15	3.57
flip-flops	23	23	9.06
Power and IR drop assume default switching activity.
